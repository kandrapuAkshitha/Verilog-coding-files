==> flow/design.v <==
module clock(
    input clk,
    input reset,
    input ena,
    output reg pm,
    output reg[7:0] hh,
    output reg [7:0] mm,
    output reg [7:0] ss
    );
task automatic bcd_increment;
   inout [7:0]bcd;
   output reg carry;
	begin
	carry=0;
	if(bcd[3:0] < 4'd9)begin
	  bcd[3:0] = bcd[3:0]+1;
	end
	else begin
      bcd[3:0] =4'd0;
      if(bcd[7:4] < 4'd5)begin
       bcd[7:4]=bcd[7:4]+1;
       end
      else begin
        bcd[7:0]=8'h00;
		  carry=1;
      end
    end
	end
endtask 
task automatic hour_increment;
  inout [7:0]bcd;
  output reg carry;
  begin
  carry=0;
  if(bcd==8'h11) begin
     bcd=8'h12;
	  carry=1;
   end
	else if(bcd==8'h12)
      bcd=8'h01;
   else if(bcd[3:0] < 4'd9)begin
     bcd[3:0]=bcd[3:0]+1;
   end
	else begin
	  bcd[3:0]=4'd0;
	  if(bcd[7:4]<4'd5)begin
	   bcd[7:4] = bcd[7:4]+1;
		end
	 end
	end
endtask
reg ss_carry,mm_carry,hh_carry;
always @(posedge clk) begin
   if(reset)begin
     hh<=8'h12;
	  mm<=8'h00;
	  ss<=8'h00;
	  pm<=0;
	end
	else if(ena) begin
	  bcd_increment(ss,ss_carry);
	  if(ss_carry) begin
	    bcd_increment(mm,mm_carry);
	  end
	  if(ss_carry && mm_carry) begin
	    hour_increment(hh,hh_carry);
	  end
	  if(hh_carry && (hh<=8'h12))begin
	   pm <= ~pm;
	  end
	 end 
 end
endmodule
==> flow/run.sh <==
#!/bin/bash
# OpenROAD 26Q1-2900-gdf79404cd8, Yosys 0.63+post, stock flow scripts
make -C /OpenROAD-flow-scripts/flow DESIGN_CONFIG=/design/flow/config.mk WORK_HOME=/design/flow/orfs finish
==> flow/config.mk <==
export PLATFORM = sky130hd
export DESIGN_NAME = clock
export DESIGN_NICKNAME = clock
export VERILOG_FILES = /design/flow/design.v
export SDC_FILE = /design/flow/constraint.sdc
export NUM_CORES = 4
export LEC_CHECK = 1
export CORE_AREA = 10 10 95 95
export DIE_AREA = 0 0 105 105
==> flow/constraint.sdc <==
current_design clock

set clk_period 4.0
set clk_io_pct 0.2

create_clock -name clk0 -period $clk_period [get_ports {clk}]

set non_clock_inputs [all_inputs -no_clocks]
set_input_delay [expr $clk_period * $clk_io_pct] -clock clk0 $non_clock_inputs
set_output_delay [expr $clk_period * $clk_io_pct] -clock clk0 [all_outputs]
==> results.cfg <==
; yosys + openroad results
[logic_synthesis]
syn_area_per_cell_um2 = 8.78
ys_area_mm2 = 0.00159
ys_cells = 181
ys_seq_share_pct = 33.4
synth-main-ff-cell = dfxtp_1
ys_ff = 26
synth_cell_type_count = 47
yosys_warnings = 1
yosysMostFrequentCell = dfxtp_1
yosys-top-cells-count = 25 x dfxtp_1, 20 x nor2_1, 18 x inv_1
ys_top_cells_by_area = dfxtp_1 31%, ha_1 12%, nor2_1 4.7%
synth_cells = 181
edf_count = 1
yosys.area.top_type_share_pct = 31.5
yosysTopAreaCell = dfxtp_1
synth-async-reset-ratio_pct = 0
synth.cell_area_mm2 = 0.00159

[sta]
max_freq_ghz = 0.390
rsz0062_at_grt = no
whs_ns = 0.549
setup_viol = 0
max_slew_margin_pct = 47.5
hold_viol_final = 0
slew_violations = 0
tightestPinTransition_ns = 0.785
post-route-period-util_pct = 64.1
tns_ns = 0
period_needed_ns = 2.57
skew_ns = 0.00996

[global_routing]
grt_max_degree = 20
groute.usage.overall_pct = 6.44
grt_antenna_before_repair = 0
grt_pass1_wl_um = 6240
grt_pass1_vias = 1297
overflow = 0

[status]
status = complete, no violations

[clocking]
htree_levels = 1
clk_pin_slew_ns = 0.10
cts.sinks = 26
post-cts-setup-buffers = 0
cts_resized = 0
clock.latency.late_pin_ns = 0.27
root_buffer = clkbuf_8
cts-hold-fix-buffers = 0
clock_path_buffers = 2
cts_tree = yes
numCtsBuffers = 3

[floorplan]
die-area_mm2 = 0.0110
core_mm2 = 0.00691
chipWidth_um = 105
die_h_um = 105
io_pins = 28
rows = 30
fp_util_pct = 23.0

[final_layout]
regArea_um2 = 531
drive_above_1_share_pct = 5.77
comb_area_um2 = 968
fin_area_mm2 = 0.00201
postLayoutCoreUtil_pct = 29.1
nFillCells = 756
area_growth_pct = 26.6

[critical_path]
endpoint_kind = flop
cp_max_fo = 14
start_kind = input port
worstPathRequired_ns = 4.20
cp.arrival_ns = 2.77
crit_type = input port to flop

[detailed_routing]
routed_wl_um = 3600
diodes = 0
vias = 1331
firstDrtPassIters = 4
drt_iter0_drc = 129
via_per_inst = 4.38
drc = 0
wl_per_cell_um = 11.8
postRouteAntennaNets = 0

[placed_design]
place_area_mm2 = 0.00196
port_buffers = 27
hpwl_um = 2760
gp_congestion = 0.807

[power]
peakVddDrop_mv = 0.171
p_leak_nw = 0.751
p_per_area_mw_per_mm2 = 245

[flow_run]
max_cap_violations = 0
warning_count = 34

[worst_hold_path]
holdCritPathClass = flop to flop
-- worst max-delay path: stages --
cell and delay, ns:
clkdlybuf4s50_1 0.78, inv_1 0.21, nor3_2 0.53, nand2_1 0.14, xor2_1 0.16, nor3_1 0.15
-- cell families after synthesis --
kind of cell	Yosys count	share of synthesized area, %
simple gates	69	23.2
buf+inv	22	5.67
mux	5	3.23
xor+xnor	9	4.96
compound gates	35	17.7
fa+ha+maj	15	11.8
flops	26	33.4
-- layer usage --
| metal | global-route usage [%] | vias to the layer above | share of wire (%) |
|---|---|---|---|
| met4 | 0.392 | 0 | 0.50 |
| met3 | 1.80 | 2 | 5.9 |
| met5 | 0 | - | 0 |
| met2 | 10.8 | 24 | 46 |
| met1 | 8.43 | 618 | 47 |
| li1 | - | 687 | - |
-- final timing paths --
kind / slack [ns] / from / end / cells after the start
worst max-delay path: 1.43 / ena / mm[6] / 6
worst min-delay path: 0.55 / mm[1] / mm[1] / 2
worst max register to register: 1.48 / hh[0] / pm / 8
worst min register to register: 0.55 / mm[1] / mm[1] / 2
-- state kept, by name, summed over array words and instances (netlist names) --
signal / cells
ss: 8
hh: 8
mm: 8
hh_carry: 1
pm: 1
-- layout make-up --
| cell class | instances | share of cell area (%) |
|---|---|---|
| repair buffers | 27 | 13.4 |
| inverters | 18 | 3.36 |
| multi-input cells | 133 | 48.1 |
| well taps | 96 | 5.97 |
| clock buffers | 4 | 2.74 |
| flip-flops and latches | 26 | 26.4 |
-- placed cells by master (no fill, tap or decap), types with 7 or more instances in the layout --
cell type	netlist	routed
clkdlybuf4s50_1	0	27
nor2_1	20	20
nand2_1	9	9
nor3_1	8	8
o21ai_0	7	7
a21oi_1	8	8
inv_1	18	18
nand3_1	7	7
dfxtp_1	25	25
ha_1	15	15
-- stage by stage --
| stage | instances | worst slack (ns) | power, mW |
|---|---|---|---|
| 6_report | 304 | 1.43 | 0.493 |
| 5_1_grt | 304 | 1.19 | 0.518 |
| 4_1_cts | 304 | 1.39 | 0.502 |
| 3_5_place_dp | 300 | 1.10 | 0.327 |
| 3_3_place_gp | 300 | 1.16 | 0.327 |
| 2_1_floorplan | 181 | 1.75 | 0.307 |
-- report_power, final --
part	switching [mW]	internal, mW
sequential	0.00726	0.266
combinational	0.0239	0.0236
clock	0.0848	0.0881
Power figures rest on the tool's default switching activity, not on a simulated workload.
