==> design.v <==
module seq_m4m5(
input clk,rst,
output reg [2:0] count
);
reg state;
parameter m3=0 ,m4=1;
always @(posedge clk) begin
  if(rst) 
    state <=m3;
 else begin 
   case(state)
    m3: state <= (count == 3)?m4:m3;
    m4: state <=(count == 4)?m3:m4;
   default : state <= m3;
   endcase
  end
 end
always @(posedge clk) begin
  if(rst)
   count <= 0;
  else begin
   case(state)
    m3: count <= (count==3)?0:count+1;
    m4: count <= (count==4)?0:count+1;
   default: count <= 0;
  endcase
 end
end
endmodule
==> run.sh <==
#!/bin/bash
# OpenROAD 26Q1-2900-gdf79404cd8, Yosys 0.63+post, stock flow scripts
make -C /OpenROAD-flow-scripts/flow DESIGN_CONFIG=/design/flow/config.mk WORK_HOME=/design/flow/orfs finish
==> config.mk <==
export PLATFORM = sky130hd
export DESIGN_NAME = seq_m4m5
export DESIGN_NICKNAME = seq_m4m5
export VERILOG_FILES = /design/flow/design.v
export SDC_FILE = /design/flow/constraint.sdc
export NUM_CORES = 4
export LEC_CHECK = 1
export CORE_AREA = 10 10 70 70
export DIE_AREA = 0 0 80 80
==> constraint.sdc <==
current_design seq_m4m5

set clk_period 1.9
set clk_io_pct 0.2

create_clock -name clk0 -period $clk_period [get_ports {clk}]

set non_clock_inputs [all_inputs -no_clocks]
set_input_delay [expr $clk_period * $clk_io_pct] -clock clk0 $non_clock_inputs
set_output_delay [expr $clk_period * $clk_io_pct] -clock clk0 [all_outputs]
==> Slide: Implementation Results <==
Implementation Results

Status
  • Status: finished clean

Detailed routing
  • Per-cell routed wire length: about 6.1 um
  • TritonRoute pass-1 iters: 1
  • DRT Wirelength: between 400 and 500 um
  • ANT cells: 0
  • Routed Antenna Nets: 0
  • DRC: 0
  • Initial DRC count: 0
  • Routed vias/inst: around 2.2
  • Via count: 162

Global route
  • Vias in the first global route: approximately 180
  • Initial antenna violation count: 0
  • All-layer global routing usage: 1.58%
  • Overflow after GRT: 0
  • Largest net degree at the start of global routing: 6
  • First-pass GRT wire length: a little under 800 um

Timing
  • Hold slack final: between 400 and 500 ps
  • Cycle use final: about four fifths
  • FMAX: about 670 MHz
  • Fin Setup TNS: 0 ps
  • Max_slew headroom: roughly 86%
  • Slew Limit Fails: 0
  • RSZ-0062 raised after global routing: no
  • Final setup skew: ~0.62 ps
  • Final setup viols: 0
  • Worst-margin pin slew: between 200 and 250 ps
  • Crit path time final: 1500 ps
  • Final hold viol count: 0

Setup path
  • Crit path max-delay cell type: clkdlybuf4s50_1
  • WP data required: roughly 1500 ps
  • CP peak stage delay: slightly above 500 ps
  • Bufs and invs on worst path: 1
  • CP arrival: around 1100 ps
  • Critical path peak fanout: 5
  • CP delay by family, top: buffers and inverters
  • Type of the worst setup path: reg2out
  • Endpoint class of the critical path: primary output
  • Worst path cell trace: clkdlybuf4s50_1
  • Worst setup SP type: flop

Synthesis
  • Post-synth regs: 4
  • Mapped Area: 215 um^2
  • Yosys stat area: roughly 220 um^2
  • Syn_area_per_cell: around 10 um^2
  • Synth area leader: dfxtp_1
  • Unique masters post-synth: 11
  • Post-synth seq share: a little under two fifths
  • Top area contributor share: a little under two fifths
  • Synth area leaders: dfxtp_1 (37%), ha_1 (23%), inv_1 (7.0%)
  • Post-synthesis cell count: 21
  • Synth Warn #: 1
  • # Cells Yosys: 21

CTS
  • CTS root buffer: clkbuf_4
  • CTS tree: yes
  • Hold-fix buffers, CTS: 0
  • Clk latency of the worst-skew pair: between 200 and 250 ps
  • Clk slew on worst S/H paths: approximately 30 ps
  • Setup bufs post-CTS: 0
  • CTS buffer count: 3
  • CTS Buffer Depth: 2
  • H-tree depth: 1
  • Number of gates resized after CTS: 0
  • Clk sink count: 4

Floorplanning
  • Core ar.: around 3400 um^2
  • Die W: 80 um
  • Site Rows: 21
  • Chip Height: around 80 um
  • IO Pins: 5
  • Starting Density: 6.30%
  • Full die area: about 6400 um^2

Power and ir drop
  • Clock network power share: between 40% and 50%
  • Logic pwr share: 16.2%
  • PD cells: 704 nW/um^2
  • Max VDD drop: ~0.10 mV
  • Total power: 0.236 mW
  • Leak: 0.118 nW
  • Int Power: around 0.19 mW
  • Sw Pwr: 0.0485 mW
  • Reg power frac: a little over two fifths
  • Sw frac: slightly above 20%

Job
  • Max-Cap Viols: 0
  • Log Warnings: 27

Final layout
  • Area growth syn-to-layout: 55.8%
  • Most frequent cells in the layout: inv_1 (4), ha_1 (4), dfxtp_1 (4), clkdlybuf4s50_1 (4), clkbuf_4 (3)
  • Share of cells above drive strength 1: between 20% and 30%

Place
  • PortBufs: 4
  • Final HPWL DP: approximately 390 um
  • GPL Wtd Cong: around 0.66

Min path
  • Worst min path class: reg2reg
==> cell usage after synthesis, drive strengths merged <==
cell,count
and3,1
and2b,1
a21oi,1
nor2,2
ha,4
nor3,1
inv,4
dfxtp,4
nor4b,1
mux2i,1
nor4,1
==> path summary, 6_finish.rpt <==
kind         startpoint        to  slack [ps]  depth (start not counted)
min reg2reg    count[0]  count[0]         480                          1
max            count[2]  count[2]         400                          1
max reg2reg    count[0]  count[1]         710                          4
min            count[0]  count[0]         480                          1
==> state kept, by name, summed over array words and instances, names as in the netlist <==
| register | count |
|---|---|
| state | 1 |
| count | 3 |
==> per-stage QoR <==
stage | setup slack (ps) | area, um^2 | util (%) | cells
floorplan | 788 | 215 | - | 21
global placement | 624 | 313 | 9.16 | 71
detailed placement | 612 | 313 | 9.16 | 71
CTS | 358 | 335 | 9.82 | 74
global route | 341 | 335 | 9.82 | 74
finish | 398 | 335 | 9.82 | 74
==> power by group through the flow <==
stage         clock network, mW  logic, mW  registers, mW
CTS                       0.106     0.0396         0.0985
global route              0.110     0.0454         0.0996
finish                   0.0990     0.0383         0.0986
==> kinds of logic after synthesis <==
| group | share of synthesized area [%] |
|---|---|
| DFF | 37.2 |
| muxes | 4.65 |
| adders and majority gates | 23.3 |
| buffers and inverters | 6.97 |
| AOI/OAI and AO/OA | 2.32 |
| and+or+nand+nor | 25.6 |
==> per-layer routing <==
metal  vias up  part of all wire (%)  global-route usage, %
met5         -                     0                      0
met4         0                   1.3                  0.704
met3         4                   7.1                   1.14
met2         3                    58                   2.89
met1        70                    34                   1.20
li1         85                     -                      -
==> area by class of cell <==
class,instances,area (um^2)
multi-input combinational,13,120
timing repair buffer,4,40.0
clock buffer,3,22.5
fill,403,3080
inverter,4,15.0
sequential,4,80.1
tap,46,57.6
No activity file was given, so power comes from the tool's default toggle rates.
