--- run.sh ---
#!/bin/bash
# OpenROAD 26Q1-2900-gdf79404cd8, Yosys 0.63+post, stock flow scripts
make -C /OpenROAD-flow-scripts/flow DESIGN_CONFIG=/design/flow/config.mk WORK_HOME=/design/flow/orfs finish
--- constraint.sdc ---
current_design down_con

set clk_period 1.5
set clk_io_pct 0.2

create_clock -name clk0 -period $clk_period [get_ports {clk}]

set non_clock_inputs [all_inputs -no_clocks]
set_input_delay [expr $clk_period * $clk_io_pct] -clock clk0 $non_clock_inputs
set_output_delay [expr $clk_period * $clk_io_pct] -clock clk0 [all_outputs]
--- design.v ---
module down_con(
input clk,rst,
output reg [3:0] count
);
always @(posedge clk) begin
   if(rst)
    count <= 4'd15;
   else begin
    count <= (count==0)? 4'd15 : count-1;
 end
end
endmodule
--- config.mk ---
export PLATFORM = sky130hd
export DESIGN_NAME = down_con
export DESIGN_NICKNAME = down_con
export VERILOG_FILES = /design/flow/design.v
export SDC_FILE = /design/flow/constraint.sdc
export NUM_CORES = 4
export LEC_CHECK = 1
export CORE_AREA = 10 10 70 70
export DIE_AREA = 0 0 80 80
==> deck_impl_summary.md <==
Physical Implementation Snapshot

Outcome
  – Outcome: finished, final reports clean

Drt
  – First-pass DRT Iterations: 2
  – Overall via count from detail_route: 148
  – Post-DRT Antenna Nets: 0
  – Drt via density: 2.06
  – WL per Instance: 6.69 um
  – DRC: 0
  – Diode count: 0
  – Detailed Route Iter0 Violations: 10
  – Detailed Route WL: 482 um

Power and ir drop
  – LEAKAGE: 0.125 nW
  – Worst-case vdd ir drop: 154 uV
  – PnR Total Power: 293 uW
  – NetSw: 66.5 uW
  – Clock power share: 46.0%
  – Net Sw Frac: 22.7%
  – P_int: 227 uW
  – PD cells: 953 nW/um2
  – Reg power frac: 42.7%
  – Gate power share: 11.3%

Critical path
  – Worst Path Buf+Inv: 1
  – Critical Path Source Type: flop
  – Critical path's top delay family: buffers and inverters
  – Setup Crit Path Kind: flop to output pin
  – Critical Path AT: 1110 ps
  – Crit-path slowest cell: clkdlybuf4s50_1
  – Crit path largest cell delay: 510 ps
  – WP data required: 1200 ps
  – Cell-by-cell trace of the critical path: clkdlybuf4s50_1
  – Crit Path Max Fanout: 5
  – Crit. End Element: output pin

Floorplan
  – Fp util: 5.09%
  – Die width: 80 um
  – Die Ht: 80 um
  – DIE AREA: 6400 um2
  – Boundary pin count: 6
  – Site Rows: 21
  – Core box area: 3420 um2

Global routing
  – Largest net degree at the start of global routing: 6
  – First-pass GRT wire length: 765 um
  – Vias in the first global route: 144
  – GRT overflow: 0
  – Initial antenna violation count: 0
  – Overall global routing resource usage: 1.76%

Timing
  – Final slew viol count: 0
  – Setup TNS: 0 ps
  – Worst-Margin Slew: 183 ps
  – RSZ-0062 raised after global routing: false
  – Slew headroom: 87.7%
  – Fin worst setup slack: 91.6 ps
  – Cycle use final: 93.9%
  – Final hold vios: 0
  – # setup viols final: 0
  – Tmin final: 1410 ps
  – Clk_skew: 1.45 ps
  – Max Fclk: 710 MHz

Synthesis
  – FF+latch count, synth: 4
  – Synth Seq Share: 46.0%
  – # Cells Yosys: 18
  – Area reported by Yosys stat: 174 um2
  – Mean area per synthesized cell: 9.66 um2
  – Yosys warning total: 1
  – Mapped Area: 174 um2
  – Post-Syn Instances: 18
  – Distinct lib cells: 11

Layout
  – Largest register FFs: 4
  – Fill count: 400
  – Top flop regs: count x4
  – Logic area: 82.6 um2
  – Largest Register: count
  – Share of cells above drive strength 1: 30.8%
  – Flop area: 83.8 um2
  – Synthesis-to-finish area growth: 77.0%

Placement
  – Placer congestion estimate: 0.588
  – Post-Place Setup Slack: 279 ps
  – HPWL Detailed: 393 um
  – IO buf count: 5

CTS
  – Max Root-Sink Buffers: 2
  – # clock sinks: 4
  – Late-Pin Clk Latency: 240 ps
  – CTS tree: done
  – Total CTS buffers: 3
  – Root Buffer Master: clkbuf_4
  – Worst-path clk slew: 40 ps
  – CTS H-Tree Depth: 1

Min path
  – HP Class: flop to flop

Run
  – Max Cap Violations: 0
  – Tool warnings: 25
-- per-stage QoR --
step | instances | hold slack [ps] | cell area (um2) | utilization (%)
final | 72 | 417 | 308 | 9.01
after global routing | 72 | 432 | 308 | 9.01
after CTS | 72 | 440 | 304 | 8.90
after detailed placement | 69 | 429 | 282 | 8.24
after global placement | 69 | 424 | 282 | 8.24
after floorplan | 18 | 393 | 174 | -
-- worst paths after layout --
kind         cells past startpoint       end     start  slack [ps]
max                              1  count[0]  count[0]          90
min                              1  count[0]  count[0]         420
max reg2reg                      5  count[3]  count[0]         360
min reg2reg                      1  count[0]  count[0]         420
-- cells in the mapped netlist (all sizes together) --
| cell type | n | area, um2 |
|---|---|---|
| a21oi | 2 | 13.8 |
| o21bai | 2 | 15.0 |
| dfxtp | 4 | 80.1 |
| inv | 3 | 11.3 |
| nor2 | 1 | 3.75 |
| nand2 | 2 | 7.51 |
| xnor2 | 1 | 8.76 |
| nor4b | 1 | 15.0 |
| ha | 1 | 12.5 |
| nand2b | 1 | 6.26 |
-- routing by layer --
layer	share of wire (%)	GRT usage (%)	wire length, um
met5	0	0	0
met4	1.0	0.352	5
met3	42	3.86	201
met2	20	1.20	94
met1	37	1.66	180
-- power groups by stage --
| stage | logic, mW | registers (mW) | clock network [mW] |
|---|---|---|---|
| 5_1_grt | 0.0380 | 0.127 | 0.145 |
| 6_report | 0.0332 | 0.125 | 0.135 |
| 4_1_cts | 0.0341 | 0.124 | 0.138 |
-- worst reg2reg max path, cell delays in order (launching register included) --
cell      delay, ps
dfxtp_2         360
inv_1            50
ha_1            230
o21bai_1        170
a21oi_1         140
o21bai_1         60
-- cell usage in the layout (no fill, tap or decap), drive strengths merged --
| cell | instances |
|---|---|
| nand2 | 2 |
| inv | 3 |
| ha | 1 |
| o21bai | 2 |
| a21oi | 2 |
| xnor2 | 1 |
| clkbuf | 3 |
| clkdlybuf4s50 | 5 |
| nand2b | 1 |
| dfxtp | 4 |
| nor2 | 1 |
| nor4b | 1 |
-- cell type report --
cell class | instances | area share (%)
Clock buffer | 3 | 7.32
Inverter | 3 | 3.66
Multi-Input combinational cell | 11 | 26.8
Sequential cell | 4 | 27.2
Tap cell | 46 | 18.7
Timing Repair Buffer | 5 | 16.3
-- timing repair --
item,CTS,global route
gates resized,0,3
hold buffers,0,0
setup buffers,0,0
setup endpoints to repair,0,3
-- kinds of logic (layout without fill, tap and decap cells) --
family | Yosys count | in the layout | synth area share [%]
simple gates | 5 | 5 | 18.7
compound gates | 4 | 4 | 16.5
fa+ha+maj | 1 | 1 | 7.19
xor+xnor | 1 | 1 | 5.04
buf+inv | 3 | 11 | 6.47
flops | 4 | 4 | 46.0
Power figures rest on the tool's default switching activity, not on a simulated workload.
